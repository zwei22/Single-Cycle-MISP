`flow/config.mk`:
```
export PLATFORM = sky130hd
export DESIGN_NAME = SingleCycleMIPS
export DESIGN_NICKNAME = SingleCycleMIPS
export VERILOG_FILES = /design/flow/design.v
export SDC_FILE = /design/flow/constraint.sdc
export NUM_CORES = 4
export LEC_CHECK = 1
export CORE_UTILIZATION = 50
```
`flow/constraint.sdc`:
```
current_design SingleCycleMIPS

set clk_period 20.7
set clk_io_pct 0.2

create_clock -name clk0 -period $clk_period [get_ports {clk}]

set non_clock_inputs [all_inputs -no_clocks]
set_input_delay [expr $clk_period * $clk_io_pct] -clock clk0 $non_clock_inputs
set_output_delay [expr $clk_period * $clk_io_pct] -clock clk0 [all_outputs]
```
`flow/design.v`:
```
module ALU(
    in1,
    in2,
    shamt,
    out,
    zero,
    mem_addr,
    alu_op,
    funct,
    jr
);
input signed  [31:0] in1, in2;
output  reg [31:0] out;
output  [6:0] mem_addr;
output   zero;
input   [4:0] shamt;
input   [1:0] alu_op;
wire  [3:0] alu_ctrl;
input   [5:0] funct;
output  jr;
wire    [4:0] temp[0:7];
wire    temp_ans;
assign temp[0] = in1[3:0]+in2[3:0];
assign temp[1] = in1[7:4]+in2[7:4]+{3'd0,temp[0][4]};
assign temp[2] = in1[11:8]+in2[11:8]+{3'd0,temp[1][4]};
assign temp[3] = in1[15:12]+in2[15:12]+{3'd0,temp[2][4]};
assign temp[4] = in1[19:16]+in2[19:16]+{3'd0,temp[3][4]};
assign temp[5] = in1[23:20]+in2[23:20]+{3'd0,temp[4][4]};
assign temp[6] = in1[27:24]+in2[27:24]+{3'd0,temp[5][4]};
assign temp[7] = in1[31:28]+in2[31:28]+{3'd0,temp[6][4]};
assign temp_ans = in1[8] ^ in2[8] ^ temp[1][4];
assign mem_addr = {temp_ans, temp[1][3:0], temp[0][3:2]};
assign alu_ctrl =   (alu_op==2'b00)? 4'b0010:
                    (alu_op==2'b01)? 4'b1111:
                    (alu_op==2'b10 & funct==6'b100000)? 4'b0010:
                    (alu_op==2'b10 & funct==6'b100100)? 4'b0000:
                    (alu_op==2'b10 & funct==6'b100101)? 4'b0001:
                    (alu_op==2'b10 & funct==6'b101010)? 4'b0111:
                    (alu_op==2'b10 & funct==6'b000000)? 4'b0011:
                    (alu_op==2'b10 & funct==6'b000010)? 4'b1000:
                    (alu_op==2'b10 & funct==6'b100010)? 4'b0110:
                    0;
always @(*) begin
    case(alu_ctrl)
        4'b0000: out = in1&in2;
        4'b0001: out = in1|in2;
        4'b0010: out = {temp[7][3:0],temp[6][3:0],temp[5][3:0],temp[4][3:0],temp[3][3:0],temp[2][3:0],temp[1][3:0],temp[0][3:0]};
        4'b0110: out = in1-in2;
        4'b0111: out = in1<in2;
        4'b1111: out = in1!=in2;
        4'b0011: out = in2 << shamt;
        4'b1000: out = in2 >>> shamt;
        default: out = 0;
    endcase
end
assign zero = (~out[0]);
assign jr = (alu_op==2'b10 & funct==6'b001000) ? 1 : 0;
endmodule
module CONTROL(
    opcode,
    regdst,
    jump,
    beq,
    bne,
    mem_read,
    mem_to_reg,
    alu_op,
    mem_write,
    alu_src,
    reg_write,
    mem_enable,
    jal
);
input wire  [5:0] opcode;
output wire regdst;
output wire jump;
output wire beq;
output wire bne;
output wire mem_read;
output wire mem_to_reg;
output wire [1:0] alu_op;
output wire mem_write;
output wire alu_src;
output wire reg_write;
output wire mem_enable;
output wire jal;
assign regdst = ~(opcode[3] | opcode[2] | opcode[1]);
assign jump = (~opcode[5] & opcode[1]);
assign beq = (opcode[2] & ~opcode[0]);
assign bne = (opcode[2] & opcode[0]);
assign mem_read = ~mem_to_reg;
assign mem_to_reg = (opcode[5] & ~opcode[3]);
assign alu_op[1] = regdst;
assign alu_op[0] = opcode[2];
assign mem_write = ~(opcode[5] & opcode[3]);
assign alu_src = (opcode[5] | opcode[3]);
assign reg_write = (~opcode[3] & opcode[1] & opcode[0] | ~(opcode[2] | opcode[1] | opcode[0]));
assign mem_enable = (~opcode[5]);
assign jal = (~opcode[5] & opcode[1] & opcode[0]);
endmodule
module REGISTER(
    clk,
    rst_n,
    reg_read,
    read_reg1,
    read_reg2,
    write_reg,
    ctrl_reg_w,
    write_data,
    read_data1,
    read_data2
);
input   clk, rst_n;
input   ctrl_reg_w;
input   reg_read;
input   [4:0] read_reg1, read_reg2, write_reg;
input   [31:0] write_data;
output  reg [31:0] read_data1, read_data2;
reg     [31:0] regs [0:31];
integer i;
always @(*) begin
    case (read_reg1)
        5'd0  : read_data1 = 31'b0;
        5'd1  : read_data1 = regs[1];
        5'd2  : read_data1 = regs[2];
        5'd3  : read_data1 = regs[3];
        5'd4  : read_data1 = regs[4];
        5'd5  : read_data1 = regs[5];
        5'd6  : read_data1 = regs[6];
        5'd7  : read_data1 = regs[7];
        5'd8  : read_data1 = regs[8];
        5'd9  : read_data1 = regs[9];
        5'd10 : read_data1 = regs[10];
        5'd11 : read_data1 = regs[11];
        5'd12 : read_data1 = regs[12];
        5'd13 : read_data1 = regs[13];
        5'd14 : read_data1 = regs[14];
        5'd15 : read_data1 = regs[15];
        5'd16 : read_data1 = regs[16];
        5'd17 : read_data1 = regs[17];
        5'd18 : read_data1 = regs[18];
        5'd19 : read_data1 = regs[19];
        5'd20 : read_data1 = regs[20];
        5'd21 : read_data1 = regs[21];
        5'd22 : read_data1 = regs[22];
        5'd23 : read_data1 = regs[23];
        5'd24 : read_data1 = regs[24];
        5'd25 : read_data1 = regs[25];
        5'd26 : read_data1 = regs[26];
        5'd27 : read_data1 = regs[27];
        5'd28 : read_data1 = regs[28];
        5'd29 : read_data1 = regs[29];
        5'd30 : read_data1 = regs[30];
        5'd31 : read_data1 = regs[31];
    endcase
    case (read_reg2)
        5'd0  : read_data2 = 31'b0;
        5'd1  : read_data2 = regs[1];
        5'd2  : read_data2 = regs[2];
        5'd3  : read_data2 = regs[3];
        5'd4  : read_data2 = regs[4];
        5'd5  : read_data2 = regs[5];
        5'd6  : read_data2 = regs[6];
        5'd7  : read_data2 = regs[7];
        5'd8  : read_data2 = regs[8];
        5'd9  : read_data2 = regs[9];
        5'd10 : read_data2 = regs[10];
        5'd11 : read_data2 = regs[11];
        5'd12 : read_data2 = regs[12];
        5'd13 : read_data2 = regs[13];
        5'd14 : read_data2 = regs[14];
        5'd15 : read_data2 = regs[15];
        5'd16 : read_data2 = regs[16];
        5'd17 : read_data2 = regs[17];
        5'd18 : read_data2 = regs[18];
        5'd19 : read_data2 = regs[19];
        5'd20 : read_data2 = regs[20];
        5'd21 : read_data2 = regs[21];
        5'd22 : read_data2 = regs[22];
        5'd23 : read_data2 = regs[23];
        5'd24 : read_data2 = regs[24];
        5'd25 : read_data2 = regs[25];
        5'd26 : read_data2 = regs[26];
        5'd27 : read_data2 = regs[27];
        5'd28 : read_data2 = regs[28];
        5'd29 : read_data2 = regs[29];
        5'd30 : read_data2 = regs[30];
        5'd31 : read_data2 = regs[31];
    endcase
end
always@(posedge clk) begin
	if (~rst_n) begin
        for (i=0; i<32; i=i+1) begin
            regs[i] <= 0;
        end
    end
    else if (ctrl_reg_w==1'b1) begin
        regs[write_reg] <= write_data;
    end
end
endmodule
module PC(
    clk,
    rst_n,
    in,
    out
);
input   clk, rst_n;
input   [29:0] in;
output  reg [29:0] out;
always@(posedge clk)begin
    if (rst_n==0) begin
        out <= 0;
    end
    else begin
        out <= in;
    end
end
endmodule
module SingleCycleMIPS( 
    clk,
    rst_n,
    IR_addr,
    IR,
    ReadDataMem,
    CEN,
    WEN,
    A,
    Data2Mem,
    OEN
);
    input         clk, rst_n;
    input  [31:0] IR;
    output [31:0] IR_addr;
    input  [31:0] ReadDataMem;  
    output        CEN;  
    output        WEN;  
    output [6:0] A;
    output [31:0] Data2Mem;  
    output        OEN;  
    wire w_regdst, w_jump, w_beq, w_bne, w_mem_r, w_mem2reg, w_jr;
    wire w_mem_w, w_alusrc, w_reg_w, w_mem_en, w_zero, w_jal;
    wire [1:0] w_aluop;
    wire [4:0] w_write_reg;
    wire [6:0] w_A;
    wire [29:0] w_pc_in, w_pc_out, w_pc_add4, w_pc_branch, w_pc_jump;
    wire [31:0] w_rd1, w_rd2, w_alu, w_se, w_alu_result, w_jal_wr;
REGISTER register(
    .clk(clk),
    .rst_n(rst_n),
    .reg_read(w_jump),
    .read_reg1(IR[25:21]),
    .read_reg2(IR[20:16]),
    .write_reg(w_write_reg),
    .ctrl_reg_w(w_reg_w),
    .write_data(w_jal_wr),
    .read_data1(w_rd1),
    .read_data2(w_rd2)
);
CONTROL control(
    .opcode(IR[31:26]),
    .regdst(w_regdst),
    .jump(w_jump),
    .beq(w_beq),
    .bne(w_bne),
    .mem_read(w_mem_r),
    .mem_to_reg(w_mem2reg),
    .alu_op(w_aluop),
    .mem_write(w_mem_w),
    .alu_src(w_alusrc),
    .reg_write(w_reg_w),
    .mem_enable(w_mem_en),
    .jal(w_jal)
);
ALU alu(
    .in1(w_rd1),
    .in2(w_alu),
    .shamt(IR[10:6]),
    .out(w_alu_result),
    .zero(w_zero),
    .mem_addr(A),
    .alu_op(w_aluop),
    .funct(IR[5:0]),
    .jr(w_jr)
);
PC pc(
    .clk(clk),
    .rst_n(rst_n),
    .in(w_pc_in),
    .out(w_pc_out)
);
assign w_pc_add4 = w_pc_out + 1;
assign w_se = { {16{IR[15]}},IR[15:0] };
assign w_pc_branch = w_pc_add4 + w_se[29:0];
assign w_pc_jump = {w_pc_add4[29:26], IR[25:0]};
assign w_write_reg = (w_jal) ? 5'd31 : ((w_regdst) ? IR[15:11] : IR[20:16]);
assign w_alu = (w_alusrc) ? w_se : w_rd2;
assign w_pc_in =    (w_jr) ? w_rd1 :
                    (w_jump) ? w_pc_jump :
                    (w_beq && w_zero) || (w_bne && ~w_zero) ? w_pc_branch :
                    w_pc_add4;
assign w_jal_wr = (w_jal) ? w_pc_add4 : ((w_mem2reg) ? ReadDataMem : w_alu_result);
assign IR_addr = {w_pc_out, 2'b00};
assign CEN = w_mem_en;
assign OEN = w_mem_r;
assign WEN = w_mem_w;
assign Data2Mem = w_rd2;
endmodule
```
`flow/run.sh`:
```
#!/bin/bash
# OpenROAD 26Q1-2900-gdf79404cd8, Yosys 0.63+post, stock flow scripts
make -C /OpenROAD-flow-scripts/flow DESIGN_CONFIG=/design/flow/config.mk WORK_HOME=/design/flow/orfs finish
```
==> CHANGELOG.md <==
## Flow update

* Layout Cells excl Fill at 7985
* #FFs+latches synth at 1022
* Vias per std cell at 8.14
* Inst Count DP at a little under 8000
* CTS H-Tree Depth at 3
* Root Buffer: clkbuf_16
* Gpl congestion at 1.14
* Core area at between 100000 and 150000 sq um
* Final Hold Viols at 0
* GRT overflow at 0
* Power Internal at 3.89 mW
* Area share, top type at 48.6%
* Worst Path Max Fanout at 31
* Rel. slew slack at 15.1%
* Area after DPL at 66200 sq um
* Max Cap Violations at 0
* Seq pwr share at 41.3%
* Hold buffers post-CTS at 0
* Sink Count at 1022
* Synthesized area at 61200 sq um
* Die Span X at 352 um
* Setup TNS at 0 ps
* Crit path DRT at 21180 ps
* Switching share of power at 33.2%
* Setup Buffers After CTS at 0
* Cell family with most CP delay: adder cells
* Cell variety after synth at just over 100
* Setup violations, final at 0
* Critical Path Start Type: primary input
* Post-synth top flop: edfxtp_1
* Worst r2r dst: register.regs[31][29]$_SDFFCE_PN0P_
* Cell type with the largest total area: edfxtp_1
* Lkg Pwr at 26.7 nW
* Most common logic cell in the routed design: nor2_1
* CP max-delay cell: clkdlybuf4s50_1
* TritonCTS Buffers at between 100 and 150
* Worst R2R Setup Slack at 7500 ps
* WP buf/inv at 6
* Fin crit share at ~87%
* Total power at 5.82 mW
* Placed wire-length estimate at ~250 mm
* Setup slack at placement at 2590 ps
* RSZ-0062 raised after global routing: no
* Setup Crit Path Kind: primary input to flip-flop
* Total Routed Length at 401 mm
* # IOs at around 140
* Yosys cell count at a little over 6000
* TritonCTS clock tree: yes
* Min-Delay Path Class: flip-flop to flip-flop
* Die Y at 352 um
* Chip area line of the yosys report at around 60000 sq um
* Syn Area/Cell at between 10 and 15 sq um
* Clk_skew at 52.9 ps
* Reg-to-Reg Start: register.regs[28][3]$_SDFFCE_PN0P_
* DR vias at ~65000
* Die area at 124000 sq um
* Slowest stage delay, CP at about 900 ps
* Largest net degree at the start of global routing at between 60 and 70
* Worst Hold Depth at 3
* Clock share of power at 35.1%
* DRT Pass-1 Iters at 13
* Min cycle time layout at 18030 ps
* Final ANT Viol Nets at 0
* Number of global-route vias before repair at 62500
* NetSw at around 1.9 mW
* Post-Syn Instances at 6121
* Largest cells by area: edfxtp_1 (49%), nor2_1 (7.5%), and3_1 (5.0%)
* Average wire per cell in the routed design at 50.2 um
* Hold path startpoint: pc.out[29]$_SDFF_PN0_
* Ys Warns at 3
* Worst setup margin at 2670 ps
* Area growth syn-to-layout at 14.3%
* Post-synthesis sequential area ratio at 49.6%
* Cts repair resizes at 0
* Layout cells sized above 1 at 13.9%
* DRC viols at 0
* Ys async rst share at 0%
* FP Core Util at 50.3%
* Actual slew at the worst max-slew pin at 1270 ps
* First-pass GRT wire length at 533 mm
* Fin. max-slew vios at 0
* Status: finished, final reports clean
* Starting DRC count in detailed routing at 9875
* Pwr/cell area at 83.2 nW/um^2
* Initial antenna violation count at 56
* FF-to-FF path depth at 45
* Clk latency late pin at 790 ps
* Logic pwr share at 23.6%
* Design Area, Final at about 70000 sq um
* Most used cell, CP: fa_1
* Log Warnings at 92
* Peak VDD IR at 0.0855 mV
* Post-synth EDFFs at 992
* Worst hold path endpoint: pc.out[29]$_SDFF_PN0_
* Crit path DAT at roughly 19000 ps
* Row count at 128
* Peak Freq at 55.5 MHz
* Worst-path clk slew at about 70 ps
* PortBufs at 136
* Most numerous logic cells after layout: nor2_1 (1169), edfxtp_1 (992), and3_1 (484)
* Gr usage total at 68.9%
* CP Capture Type: flip-flop
* Clk buf depth at 3
## metrics by stage
stage          util [%]  hold WS [ps]
2_1_floorplan         -           573
3_3_place_gp       54.4           687
3_5_place_dp       54.4           682
4_1_cts            57.3           696
5_1_grt            57.4           715
6_report           57.5           698
## kinds of logic after synthesis
kind of cell	share of synthesized area (%)
buf+inv	4.62
flops	49.6
simple gates	20.8
fa+ha+maj	3.13
compound gates	17.1
other cells	0.00612
mux	3.42
xor+xnor	1.36
## final cells by class
cell class                 count  area, sq um
antenna                       95          238
clock buffer                 139         2900
clock inverter                59          679
fill                       10200        51700
inverter                     129          484
multi-input combinational   4384        28800
sequential                  1022        30400
tap                         1625         2030
timing repair buffer         532         4480
## Yosys cell counts (105+ instances only)
cell type and number:
nand2_1 220, a21oi_1 147, a22oi_1 328, nor2_1 1222
ha_1 126, nand3_1 225, a2111oi_0 137, o21ai_0 105
nand4_1 114, and3_1 485, inv_1 124, clkbuf_1 482
edfxtp_1 992, a221oi_1 132
## metal layers
layer | global-route usage (%) | part of all wire (%)
met2 | 82.2 | 37
met3 | 57.9 | 20
met5 | 51.3 | 1.6
met4 | 61.6 | 13
met1 | 68.8 | 28
## power by group through the flow
stage / combinational, mW / clock [mW] / sequential, mW
after CTS: 1.27 / 2.02 / 2.40
after global routing: 1.37 / 2.09 / 2.41
final: 1.38 / 2.05 / 2.40
## worst min-delay path: stages (launching register included)
cell	delay, ps
dfxtp_1	370
xnor2_1	120
nand2_1	80
o211ai_2	70
## state kept, by name, indices dropped and copies added, names as in the netlist
name and count:
pc.out 30, register.regs 992
## worst max-delay path by stage
stage / from / cells past startpoint / slack (ps) / endpoint
finish: IR[23] / 49 / 2670 / register.regs[31][29]$_SDFFCE_PN0P_
global route: IR[23] / 49 / 2430 / register.regs[31][29]$_SDFFCE_PN0P_
CTS: IR[23] / 49 / 3300 / register.regs[31][29]$_SDFFCE_PN0P_
Power figures rest on the tool's default switching activity, not on a simulated workload.
