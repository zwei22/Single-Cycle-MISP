**./run.sh**
```bash
#!/bin/bash
# OpenROAD 26Q1-2900-gdf79404cd8, Yosys 0.63+post, stock flow scripts
make -C /OpenROAD-flow-scripts/flow DESIGN_CONFIG=/design/flow/config.mk WORK_HOME=/design/flow/orfs finish
```
**./config.mk**
```make
export PLATFORM = sky130hd
export DESIGN_NAME = ALU_CTRL
export DESIGN_NICKNAME = ALU_CTRL
export VERILOG_FILES = /design/flow/design.v
export SDC_FILE = /design/flow/constraint.sdc
export NUM_CORES = 4
export LEC_CHECK = 1
export CORE_AREA = 10 10 70 70
export DIE_AREA = 0 0 80 80
```
**./constraint.sdc**
```tcl
current_design ALU_CTRL

set clk_period 2.7
set clk_io_pct 0.2

create_clock -name clk0 -period $clk_period

set non_clock_inputs [all_inputs -no_clocks]
set_input_delay [expr $clk_period * $clk_io_pct] -clock clk0 $non_clock_inputs
set_output_delay [expr $clk_period * $clk_io_pct] -clock clk0 [all_outputs]
```
**./design.v**
```verilog
module ALU_CTRL(
    alu_op,
    funct,
    alu_ctrl,
    jr
);
input   [1:0] alu_op;
output  [3:0] alu_ctrl;
input   [5:0] funct;
output  jr;
assign alu_ctrl =   (alu_op==2'b00)? 4'b0010:
                    (alu_op==2'b01)? 4'b1111:
                    (alu_op==2'b10 & funct==6'b100000)? 4'b0010:
                    (alu_op==2'b10 & funct==6'b100100)? 4'b0000:
                    (alu_op==2'b10 & funct==6'b100101)? 4'b0001:
                    (alu_op==2'b10 & funct==6'b101010)? 4'b0111:
                    (alu_op==2'b10 & funct==6'b000000)? 4'b0011:
                    (alu_op==2'b10 & funct==6'b000010)? 4'b1000:
                    (alu_op==2'b10 & funct==6'b100010)? 4'b0110:
                    0;
assign jr = (alu_op==2'b10 & funct==6'b001000) ? 1 : 0;
endmodule
```
==> results.cfg <==
; physical design summary
[outcome]
status = finished clean

[final_timing]
max_slew.worst_pin.slew_ns = 0.256
finish_stage_setup_viols = 0
fin_crit_ns = 2.65
maximum_achievable_frequency_mhz = 377
final-max-slew-violation-count = 0
worst_slew_margin_relative_to_its_limit_pct = 82.8
fin_crit_sh_pct = 98.3
hold_viol_final = 0

[global_routing]
globalRoute.busiestLayer = met2
use_met1_pct = 1.98
grt_use_met3_pct = 0.227
grt_pass1_vias = 174
grt.overflow.total = 0
gr-usage-met2_pct = 2.97
grt_pass1_wl_um = 834
number_of_antenna_violations_at_the_first_check_in_global_routing = 0
track_usage_pct = 1.59
grt_start_max_net_pins = 8

[routing]
detailedRoute.firstIterationViolations = 9
postRouteAntennaNets = 0
wl_um = 630
post-route-drc-count = 0
via_per_inst = 2.55
detailed_route_wire_length_per_cell_um = 7.68
antenna-diode-count = 0
drt_first_pass_iters = 4
dr_total_vias = 209

[final_layout]
syn2layout_area_growth_pct = 199
nFlopsAndLatches = 0
finish.utilization_pct = 10.1
area_taken_by_flip_flops_and_latches_um2 = 0
num-fill-cells = 404
layoutNonFillerInstCount = 82
drive_above_1_share_pct = 25.0
nClkBuffers = 0

[critical_path]
crit_slowest_cell = sky130_fd_sc_hd__clkdlybuf4s50_1
cp_data_arrival_time_ns = 2.11
category_of_the_critical_setup_timing_path = input port to output pin
critical_path_peak_fanout = 5
timing.critical_path.to_type = output pin
cp_num_buf_inv = 2
crit_path_max_incr_delay_ns = 0.49
crit_path_frequent_cell = sky130_fd_sc_hd__clkdlybuf4s50_1
cp_data_required_time_ns = 2.16
path_cells = clkdlybuf4s50_1 -> nor4_2 -> nand2_2 -> o21ai_0 -> clkdlybuf4s50_1
crit_path_start_kind = input port
worst_path_dominant_cell_family = buffers and inverters

[place]
portBuffers = 13
place.gp.congestion = 0.778
post-place-cells = 81

[pwr]
p_int_mw = 0.0235
power.combinational.fraction_pct = 100.0
leakage_nw = 0.125
vdd.ir_drop.worst_mv = 0.0152
seq_power_share_pct = 0
power_per_cell_area_nw_per_um2 = 103
power.share.clock_pct = 0
power.net_switching_mw = 0.0120
netSwitchingFraction_pct = 33.8

[flow_run]
stage_log_warnings = 32
maxCapViolations = 0

[min_path]
worst_hold_path_type = input port to output pin

[yosys]
area_leaders = sky130_fd_sc_hd__nor4b_2 (13%), sky130_fd_sc_hd__and4bb_2 (11%), sky130_fd_sc_hd__nor4_2 (11%)
warning_count_from_the_yosys_run = 0
yosys.stat.chipArea_um2 = 115
avgSynthCellArea_um2 = 6.40
synthesis.area_um2 = 115
top_area_cell = sky130_fd_sc_hd__nor4b_2
yosys_cells = 18
postSynthSeqShare_pct = 0
postSynthCellCount = 18
netlist-cell-type-count = 13
netlist.area_leader.share_pct = 13.0
synth.top_cells.by_count = sky130_fd_sc_hd__nand2_1 (3), sky130_fd_sc_hd__nor2_1 (3), sky130_fd_sc_hd__o21ai_0 (2)

[die]
floorplan.die_area_um2 = 6400
design.portCount = 13
rows = 21
core_area_um2 = 3420
initCoreUtil_pct = 3.37
floorplan.die.width_um = 80
die.size.y_um = 80
-- power by group through the flow --
stage | clock, mW | combinational [mW] | sequential [mW]
4_1_cts | 0 | 0.0350 | 0
5_1_grt | 0 | 0.0383 | 0
6_report | 0 | 0.0354 | 0
-- layer usage --
| layer | up-vias | part of all wire (%) |
|---|---|---|
| met2 | 10 | 45 |
| met4 | 0 | 0 |
| met1 | 93 | 46 |
| met5 | - | 0 |
| met3 | 0 | 9.0 |
| li1 | 106 | - |
-- worst paths after layout --
path	start	endpoint	cells past startpoint	slack, ns
worst max-delay path	funct[4]	alu_ctrl[2]	5	0.05
worst min-delay path	alu_op[1]	alu_ctrl[0]	4	1.90
-- metrics by stage --
step           power, mW  hold slack, ns  setup TNS, ns  setup WS, ns  cell area, um^2
3_5_place_dp      0.0348            2.08        -0.0184       -0.0184              333
3_3_place_gp      0.0345            2.09        -0.0354       -0.0354              333
5_1_grt           0.0383            1.95        -0.0232       -0.0232              344
6_report          0.0354            1.90              0        0.0455              344
4_1_cts           0.0350            2.00              0        0.0396              332
2_1_floorplan    0.00661            1.09              0          1.08              115
-- cell families (layout without fill, tap and decap cells) --
group / Yosys count / after routing / synth area share (%)
AOI/OAI and AO/OA: 5 / 5 / 23.9
buffers and inverters: 0 / 18 / 0
and+or+nand+nor: 13 / 13 / 76.1
-- cell usage in the layout (no fill, tap or decap) --
cell | Yosys | layout
sky130_fd_sc_hd__buf_4 | 0 | 5
sky130_fd_sc_hd__or2b_1 | 1 | 1
sky130_fd_sc_hd__o21ai_1 | 1 | 2
sky130_fd_sc_hd__nor3_1 | 1 | 1
sky130_fd_sc_hd__dlymetal6s2s_1 | 0 | 1
sky130_fd_sc_hd__nor4b_2 | 1 | 1
sky130_fd_sc_hd__nand2_1 | 3 | 2
sky130_fd_sc_hd__clkdlybuf4s50_1 | 0 | 11
sky130_fd_sc_hd__nor4_2 | 1 | 1
sky130_fd_sc_hd__nand4_1 | 1 | 1
sky130_fd_sc_hd__and4bb_2 | 1 | 1
sky130_fd_sc_hd__dlygate4sd2_1 | 0 | 1
sky130_fd_sc_hd__a21oi_1 | 1 | 1
sky130_fd_sc_hd__and3_1 | 1 | 1
sky130_fd_sc_hd__o21ai_0 | 2 | 1
sky130_fd_sc_hd__nand2_2 | 0 | 1
sky130_fd_sc_hd__nor2_1 | 3 | 3
sky130_fd_sc_hd__o211ai_1 | 1 | 1
-- layout make-up --
class | instances | area, um^2 | share of cell area [%]
multi-input combinational | 18 | 118 | 34.2
tap | 46 | 57.6 | 16.7
timing repair buffer | 18 | 169 | 49.1
-- tightest hold or removal path, delay by kind of cell --
| family | cells | cell delay (ns) |
|---|---|---|
| simple gates | 1 | 0.12 |
| compound gates | 1 | 0.10 |
| buf+inv | 2 | 0.60 |
-- repair_timing --
action / in CTS / in global routing
pin swaps: 1 / 2
endpoints found under the setup margin: 1 / 3
setup buffers: 0 / 1
cloned: 0 / 0
gates resized: 1 / 3
hold buffers: 0 / 0
Power figures rest on the tool's default switching activity, not on a simulated workload.
