==> design.v <==
module REGISTER_FP(
    clk,
    rst_n,
    read_reg1,
    read_reg2,
    write_reg,
    ctrl_reg_w,
    write_data,
    read_data1,
    read_data2,
    ctrl_dp,
    ctrl_fpcond,
    fpcond,
    ctrl_dp_sl,
    dp_sl_stage
);
input   clk, rst_n;
input   ctrl_reg_w;
input   ctrl_dp, ctrl_fpcond;
input   ctrl_dp_sl;
output  reg fpcond;
output  reg dp_sl_stage;
input   [4:0] read_reg1, read_reg2, write_reg;
input   [63:0] write_data;
output  reg [63:0] read_data1, read_data2;
reg     [31:0] regs [0:31];
integer i;
always @(*) begin
    case (read_reg1)
        5'd0  : read_data1 = {regs[0],regs[1]};
        5'd1  : read_data1 = {regs[1],regs[2]};
        5'd2  : read_data1 = {regs[2],regs[3]};
        5'd3  : read_data1 = {regs[3],regs[4]};
        5'd4  : read_data1 = {regs[4],regs[5]};
        5'd5  : read_data1 = {regs[5],regs[6]};
        5'd6  : read_data1 = {regs[6],regs[7]};
        5'd7  : read_data1 = {regs[7],regs[8]};
        5'd8  : read_data1 = {regs[8],regs[9]};
        5'd9  : read_data1 = {regs[9],regs[10]};
        5'd10 : read_data1 = {regs[10],regs[11]};
        5'd11 : read_data1 = {regs[11],regs[12]};
        5'd12 : read_data1 = {regs[12],regs[13]};
        5'd13 : read_data1 = {regs[13],regs[14]};
        5'd14 : read_data1 = {regs[14],regs[15]};
        5'd15 : read_data1 = {regs[15],regs[16]};
        5'd16 : read_data1 = {regs[16],regs[17]};
        5'd17 : read_data1 = {regs[17],regs[18]};
        5'd18 : read_data1 = {regs[18],regs[19]};
        5'd19 : read_data1 = {regs[19],regs[20]};
        5'd20 : read_data1 = {regs[20],regs[21]};
        5'd21 : read_data1 = {regs[21],regs[22]};
        5'd22 : read_data1 = {regs[22],regs[23]};
        5'd23 : read_data1 = {regs[23],regs[24]};
        5'd24 : read_data1 = {regs[24],regs[25]};
        5'd25 : read_data1 = {regs[25],regs[26]};
        5'd26 : read_data1 = {regs[26],regs[27]};
        5'd27 : read_data1 = {regs[27],regs[28]};
        5'd28 : read_data1 = {regs[28],regs[29]};
        5'd29 : read_data1 = {regs[29],regs[30]};
        5'd30 : read_data1 = {regs[30],regs[31]};
        5'd31 : read_data1 = {regs[31],regs[0]};
    endcase
    case (read_reg2)
        5'd0  : read_data2 = {regs[0],regs[1]};
        5'd1  : read_data2 = {regs[1],regs[2]};
        5'd2  : read_data2 = {regs[2],regs[3]};
        5'd3  : read_data2 = {regs[3],regs[4]};
        5'd4  : read_data2 = {regs[4],regs[5]};
        5'd5  : read_data2 = {regs[5],regs[6]};
        5'd6  : read_data2 = {regs[6],regs[7]};
        5'd7  : read_data2 = {regs[7],regs[8]};
        5'd8  : read_data2 = {regs[8],regs[9]};
        5'd9  : read_data2 = {regs[9],regs[10]};
        5'd10 : read_data2 = {regs[10],regs[11]};
        5'd11 : read_data2 = {regs[11],regs[12]};
        5'd12 : read_data2 = {regs[12],regs[13]};
        5'd13 : read_data2 = {regs[13],regs[14]};
        5'd14 : read_data2 = {regs[14],regs[15]};
        5'd15 : read_data2 = {regs[15],regs[16]};
        5'd16 : read_data2 = {regs[16],regs[17]};
        5'd17 : read_data2 = {regs[17],regs[18]};
        5'd18 : read_data2 = {regs[18],regs[19]};
        5'd19 : read_data2 = {regs[19],regs[20]};
        5'd20 : read_data2 = {regs[20],regs[21]};
        5'd21 : read_data2 = {regs[21],regs[22]};
        5'd22 : read_data2 = {regs[22],regs[23]};
        5'd23 : read_data2 = {regs[23],regs[24]};
        5'd24 : read_data2 = {regs[24],regs[25]};
        5'd25 : read_data2 = {regs[25],regs[26]};
        5'd26 : read_data2 = {regs[26],regs[27]};
        5'd27 : read_data2 = {regs[27],regs[28]};
        5'd28 : read_data2 = {regs[28],regs[29]};
        5'd29 : read_data2 = {regs[29],regs[30]};
        5'd30 : read_data2 = {regs[30],regs[31]};
        5'd31 : read_data2 = {regs[31],regs[0]};
    endcase
end
always@(posedge clk) begin
	if (~rst_n) begin
        for (i=0; i<32; i=i+1) begin
            regs[i] <= 0;
        end
        fpcond <= 0;
        dp_sl_stage <= 0;
    end
    else if (ctrl_reg_w==1'b1) begin
        regs[write_reg] <= write_data[63:32];
        if (ctrl_dp==1'b1) begin
            regs[write_reg+1] <= write_data[31:0];
        end
    end
    if (ctrl_fpcond==1'b1) begin
        fpcond <= write_data[0];
    end
    if (ctrl_dp_sl==1'b1) begin
        dp_sl_stage <= ~dp_sl_stage;
    end
end
endmodule
==> run.sh <==
#!/bin/bash
# OpenROAD 26Q1-2900-gdf79404cd8, Yosys 0.63+post, stock flow scripts
make -C /OpenROAD-flow-scripts/flow DESIGN_CONFIG=/design/flow/config.mk WORK_HOME=/design/flow/orfs finish
==> config.mk <==
export PLATFORM = sky130hd
export DESIGN_NAME = REGISTER_FP
export DESIGN_NICKNAME = REGISTER_FP
export VERILOG_FILES = /design/flow/design.v
export SDC_FILE = /design/flow/constraint.sdc
export NUM_CORES = 4
export LEC_CHECK = 1
export CORE_UTILIZATION = 30
==> constraint.sdc <==
current_design REGISTER_FP

set clk_period 34.7
set clk_io_pct 0.2

create_clock -name clk0 -period $clk_period [get_ports {clk}]

set non_clock_inputs [all_inputs -no_clocks]
set_input_delay [expr $clk_period * $clk_io_pct] -clock clk0 $non_clock_inputs
set_output_delay [expr $clk_period * $clk_io_pct] -clock clk0 [all_outputs]
==> run_results.csv <==
group,metric,value,unit
detailed_routing,drcViolationCount,0,
placement,portBuffers,214,
detailed_routing,ant_nets,0,
finish,lay_top_count,"a22oi_1",
setup_path,worstSetupEndpoint,"read_data1[54]",
grt,grt_max_degree,49,
clocking,path_clk_slew,50,ps
clocking,numCtsBuffers,134,
pwr,comb_power_share,0.161,
die,die_y,477,um
final_timing,tns,0,ps
run_status,status,"complete, but fails checks",
final_timing,period_needed,19400,ps
synth,yosysCellCount,6544,
pwr,power.density,45.6,mW/mm^2
die,die_area,0.228,mm^2
clocking,clk_latency,810,ps
synth,edf_count,1026,
pwr,p_sw_frac,0.334,
synth,yosysWarnings,1,
final_timing,tightest_slew,1500,ps
run_status,violations,"max-capacitance violations, max-slew violations",
die,initCoreUtil,0.302,
finish,finalNonFillerCells,9773,
setup_path,max_stage_delay,930,ps
die,die_w,477,um
setup_path,cp_data_required_time,27760,ps
setup_path,critPathBufInv,6,
die,core.rowCount,174,
synth,synthCells,6544,
detailed_routing,drt-initial-drc-count,13200,
synth,ys_area,0.0678,mm^2
setup_path,cp_max_fo,30,
pwr,pwr-share-clk,0.404,
run,warning_count,26,
clocking,cts_buffer_depth,3,
setup_path,cp.depth,12,
clocking,cts_tree,"done",
final_timing,rsz0062_at_grt,"no",
setup_path,crit_top_cell,"buf_4",
placement,hpwl,417000,um
final_timing,drv_slew,4,
synth,aoi_share,0.376,
grt,grt_pass1_wl,842000,um
clocking,cts.sinks,1026,
run,cap_violations,2,
pwr,power_frac_seq,0.435,
grt,antenna_found_initial,70,
synth,ys_types,74,
setup_path,cp-start-kind,"input port",
final_timing,hold_viol_final,0,
final_timing,max_freq,51.5,MHz
synth,adder_share,0,
detailed_routing,first_pass_iters,14,
die,ios,215,
clocking,cts_root_buf,"clkbuf_16",
setup_path,endpoint_kind,"primary output",
die,core_area,0.225,mm^2
grt,grt_overflow_total,0,
synth,netlist_area,0.0678,mm^2
setup_path,rr_worst_depth,1,
setup_path,crit_chain,"buf_2 -> buf_4 -> buf_4 -> nand3b_1 -> nor2_4 -> buf_4 -> buf_4 -> a22oi_1 -> nand4b_1 -> a211oi_1 -> a21oi_1 -> clkdlybuf4s50_1",
finish,syn_to_final_growth,18.2,%
finish,final_layout_top_logic_cells,"a22oi_1 (1453), a22o_1 (1150), edfxtp_1 (1026), buf_4 (559), nand2_1 (386)",
synth,synthArstFlopShare,0,
synth,avgSynthCellArea,10.4,um^2
setup_path,critPathTopFamily,"buffers and inverters",
synth,synth_xor_xnor_area_share,0.000129,
detailed_routing,finalWirelength,665000,um
setup_path,r2r_setup_slack,34050,ps
detailed_routing,num_vias,83400,
final_timing,fin_skew,0,ps
pwr,peakVddDrop,44.9,uV
final_timing,fin_crit_sh,0.559,
placement,place_congestion,1.17,
clocking,cts_hold_buf,0,
pwr,p_leak,26.7,nW
detailed_routing,avgRoutedWirePerCell,68.0,um
synth,logic_family,"AND-OR/OR-AND gates",
setup_path,path_class,"in -> out",
pwr,net-switching-power,0.00122,W
setup_path,r2r-end,"dp_sl_stage",
synth,simple_gate_area_frac,0.0963,
hold_path,hp-class,"reg -> reg",
synth,ff_type,"edfxtp_1",
clocking,htreeDepth,4,
finish,drive_gt1_frac,0.150,
synth,synth_flops,1026,
setup_path,arrival,12460,ps
synth,seq_area_frac_synth,0.454,
setup_path,rr_startpoint,"dp_sl_stage",
hold_path,hold_path_depth,1,
synth,synth.area.mux_share,0.0160,
setup_path,slowest_stage,"nor2_4",
grt,grt.total_usage,0.594,
placement,placed_cells,9434,
finish,fillers,22200,
final_timing,setup_viol,0,
setup_path,crit_start,"read_reg1[2]",
clocking,cts.repair.resized,0,
detailed_routing,avgViaCountPerCell,8.53,
final_timing,maxSlewHeadroom,-0.00669,
grt,grt_pass1_vias,78900,
pwr,intPower,0.00243,W
clocking,cts_setup_buffers,0,
==> metrics by stage <==
stage | utilization | instance area (um^2) | worst slack [ps] | total power, W | hold slack, ps
after global placement | 0.336 | 75400 | 15440 | 0.00214 | 543
after floorplan | - | 67800 | 19200 | 0.00172 | 504
after detailed placement | 0.336 | 75500 | 15980 | 0.00213 | 552
after global routing | 0.356 | 80000 | 15630 | 0.00365 | 588
after CTS | 0.356 | 79900 | 15950 | 0.00358 | 560
final | 0.357 | 80100 | 15300 | 0.00365 | 569
==> routing by layer <==
metal,share of wire,vias to the layer above,GRT usage
li1,-,27700,-
met1,0.32,41100,0.644
met2,0.37,10700,0.714
met3,0.20,3762,0.497
met4,0.11,137,0.475
met5,0.0068,-,0.162
==> worst min-delay path by stage <==
stage | startpoint | end | slack, ps
4_1_cts | dp_sl_stage | dp_sl_stage | 560
5_1_grt | dp_sl_stage | dp_sl_stage | 590
6_report | dp_sl_stage | dp_sl_stage | 570
==> power by group through the flow <==
stage         registers [W]  logic [W]  clock network (W)
CTS                 0.00157   0.000536            0.00147
finish              0.00159   0.000587            0.00148
global route        0.00158   0.000566            0.00150
==> area by class of cell <==
class	count	area, um^2	share of cell area
multi-input combinational	4633	34500	0.431
sequential	1026	30800	0.385
timing repair buffer	774	6380	0.0797
tap	2992	3740	0.0467
clock buffer	162	3520	0.0440
clock inverter	84	901	0.0112
antenna	93	233	0.00290
inverter	9	33.8	0.000422
==> synth_stat cells (26+ instances only) <==
cell type / instances / area [um^2]
a2111oi_0: 29 / 254
a21oi_1: 161 / 806
a221oi_1: 89 / 780
a222oi_1: 42 / 420
a22o_1: 1150 / 10100
a22oi_1: 1453 / 10900
a32oi_1: 44 / 385
and3_1: 36 / 225
buf_2: 327 / 1640
buf_4: 31 / 233
clkbuf_1: 489 / 1840
edfxtp_1: 1026 / 30800
mux2_2: 34 / 383
mux2i_1: 68 / 681
nand2_1: 392 / 1470
nand2b_1: 26 / 163
nand3_1: 91 / 455
nand4_1: 199 / 1240
nor2_1: 277 / 1040
nor3_1: 91 / 455
nor4_1: 57 / 357
o21ai_0: 59 / 295
o221ai_1: 27 / 236
==> cell families after synthesis <==
group | after synthesis
buf+inv | 885
flops | 1026
simple gates | 1316
compound gates | 3213
mux | 103
xor+xnor | 1
==> flip-flops by register name, summed over array words and instances, names as in the netlist <==
name,flops
fpcond,1
dp_sl_stage,1
regs,1024
Power figures rest on the tool's default switching activity, not on a simulated workload.
